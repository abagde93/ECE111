==> flow/design.v <==
module calc_num_blocks(input logic [31:0] size,
                       output logic [15:0] num_blocks);
  function logic [15:0] determine_num_blocks(input logic [31:0] size);
     logic [15:0] base_blocks;
	  logic [15:0] remainder;
	  logic [15:0] additional_block;
	  logic [15:0] block_for_additional_bytes;
	  base_blocks = size/64;
	  remainder = (size%64) + 9;
	  additional_block = remainder/64;
	  block_for_additional_bytes = 0;
	  if (remainder > 64) begin
	     block_for_additional_bytes = 1;
	  end
	  determine_num_blocks = base_blocks + additional_block + block_for_additional_bytes;
  endfunction
  assign num_blocks = determine_num_blocks(size);
endmodule
==> flow/run.sh <==
#!/bin/bash
# OpenROAD 26Q1-2900-gdf79404cd8, Yosys 0.63+post, stock flow scripts
make -C /OpenROAD-flow-scripts/flow DESIGN_CONFIG=/design/flow/config.mk WORK_HOME=/design/flow/orfs finish
==> flow/config.mk <==
export PLATFORM = sky130hd
export DESIGN_NAME = calc_num_blocks
export DESIGN_NICKNAME = calc_num_blocks
export VERILOG_FILES = /design/flow/design.v
export SDC_FILE = /design/flow/constraint.sdc
export NUM_CORES = 4
export LEC_CHECK = 1
export CORE_AREA = 10 10 70 70
export DIE_AREA = 0 0 80 80
==> flow/constraint.sdc <==
current_design calc_num_blocks

set clk_period 4.5
set clk_io_pct 0.2

create_clock -name clk0 -period $clk_period

set non_clock_inputs [all_inputs -no_clocks]
set_input_delay [expr $clk_period * $clk_io_pct] -clock clk0 $non_clock_inputs
set_output_delay [expr $clk_period * $clk_io_pct] -clock clk0 [all_outputs]
==> run_results.csv <==
group,metric,value,unit
run_status,status,"completed",
floorplanning,top_level_ports,48,
power,peakVddDrop,0.0187,mV
yosys,yosysSeqAreaShare,0,
cells_and_area,fillCellCount,375,
floorplanning,die_w,80,um
yosys,synth_cells,49,
power,p_leak,0.323,nW
cells_and_area,nFlopsAndLatches,0,
cells_and_area,drive_gt1_frac,0.115,
yosys,synth_cell_type_count,16,
floorplanning,initial_utilization,0.113,
drt,firstDrtPassIters,2,
setup_path,worst_ep_required_time,3.60,ns
drt,diodes,0,
setup_path,crit_path_start_kind,"input pin",
yosys,synth.cell_area,385,um^2
run,drv_cap,0,
timing,slew_viol_final,0,
cells_and_area,post-route-util,0.249,
timing,setup_viol,0,
timing,rsz0062_at_grt,"no",
drt,routedWlPerCell,11.5,um
global_routing,overflow,0,
global_routing,track_usage,0.0449,
timing,final.setup.worst_slack,0.156,ns
floorplanning,coreArea,3420,um^2
drt,drc,0,
yosys,synthTopCellsByCount,"xor2_1, inv_1, nand3_1",
floorplanning,die_area,6400,um^2
drt,wl,1530,um
hold_path,hp-class,"input pin to output port",
clock_network,cts_hold_buf,0,
place,gp_congestion,0.736,
global_routing,met1_usage,0.0576,
setup_path,crit_chain,"clkdlybuf4s50_1 > a31o_2 > nand3_1 > fa_1 > inv_1 > ha_1 > nand3_4 > nor4_2 > xor2_1 > clkdlybuf4s50_1",
cells_and_area,regArea,0,um^2
timing,max_freq,230,MHz
global_routing,grt_pass1_vias,489,
setup_path,critPathCaptureType,"output port",
cells_and_area,design_area,852,um^2
timing,finalHoldViolCount,0,
yosys,syn_avg_cell_area,7.86,um^2
cells_and_area,logic_area,392,um^2
global_routing,met2_usage,0.0746,
place,preCtsSetupSlack,0.0874,ns
setup_path,critPathMaxFanout,5,
setup_path,arrival,3.44,ns
yosys,synth_area_leader_cell,"xor2_1",
drt,antenna_left,0,
global_routing,grt_max_degree,9,
global_routing,grt_most_used_layer,"met2",
drt,vias,480,
setup_path,crit_path_frequent_cell,"clkdlybuf4s50_1",
global_routing,use_met3,0.0159,
power,powerDensity,70.5,nW/um^2
setup_path,slowest_stage,"clkdlybuf4s50_1",
yosys,synth.most_common_cell,"xor2_1",
setup_path,path_class,"input pin to output port",
timing,max_slew.worst_pin.slew,0.324,ns
yosys,ys_cells,49,
place,io_buffers,38,
yosys,synth-warning-count,1,
cells_and_area,num-clock-buffers,0,
yosys,ys_area,385,um^2
timing,fin_crit_sh,0.965,
place,place_area,823,um^2
timing,slew_headroom,0.783,
drt,vias_per_cell,3.61,
yosys,top_cells_by_area,"xor2_1, nor4_2, xnor2_1",
timing,tns,0,ns
timing,layout_min_cycle_time,4.34,ns
run,warnings,43,
yosys,top_area_frac,0.227,
floorplanning,die_h,80,um
cells_and_area,syn2layout_area_growth,121,%
floorplanning,rows,21,
global_routing,antenna_found_initial,0,
global_routing,grt_pass1_wl,2350,um
setup_path,max_stage_delay,0.48,ns
drt,drt_iter0_drc,1,
place,post-dp-hpwl,1370,um
[per-layer routing]
layer | vias up | routed length (um)
li1 | 252 | -
met1 | 205 | 681
met2 | 23 | 659
met3 | 0 | 190
met4 | 0 | 0
met5 | - | 0
[cell type report]
type                            count  area share
Multi-Input combinational cell     43       0.460
Timing Repair Buffer               38       0.446
Tap cell                           46      0.0675
Inverter                            6      0.0264
[critical path, delay by kind of cell]
kind                     cells  cell delay (ns)
buffers and inverters        3             1.05
adder cells (fa/ha/maj)      2             0.63
XOR/XNOR                     1             0.19
AND-OR/OR-AND                1             0.14
AND/OR/NAND/NOR              3             0.54
[report_power, final]
group	leakage [nW]	switching [W]	internal (W)
combinational	0.323	0.0000207	0.0000393
clock	0	0	0
sequential	0	0	0
[cell families (layout without fill, tap and decap cells)]
kind of cell             count (synthesis)  in the layout  share of synthesized area
buffers and inverters                    6             44                     0.0584
AND/OR/NAND/NOR                         25             25                      0.484
adder cells (fa/ha/maj)                  3              3                      0.117
AND-OR/OR-AND                            1              1                     0.0227
XOR/XNOR                                14             14                      0.318
[stage by stage]
step	total power [W]	cells	hold WS, ns
after global routing	0.0000656	133	2.79
final	0.0000600	133	2.74
after global placement	0.0000588	133	2.74
after CTS	0.0000596	133	2.73
after floorplan	0.0000122	49	1.83
after detailed placement	0.0000591	133	2.73
[timing repair]
action | in CTS | in global routing
endpoints found under the setup margin | 0 | 2
resized | 0 | 4
setup buffers | 0 | 0
[placed cells by master (no fill, tap or decap), drive strengths merged]
cell / n
ha: 2
nand2: 3
nor3: 3
clkdlybuf4s50: 38
a31o: 1
nor4: 5
xnor2: 4
nand4: 2
nand3: 8
inv: 6
xor2: 10
nor2: 3
fa: 1
nand4b: 1
[path summary, 6_finish.rpt]
| kind | start | end | slack [ns] | cells past startpoint |
|---|---|---|---|---|
| worst min-delay path | size[21] | num_blocks[15] | 2.74 | 3 |
| worst max-delay path | size[2] | num_blocks[12] | 0.16 | 10 |
Power figures rest on the tool's default switching activity, not on a simulated workload.
